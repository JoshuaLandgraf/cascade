==> ./config.mk <==
export PLATFORM = sky130hd
export DESIGN_NAME = TwoInputMux
export DESIGN_NICKNAME = TwoInputMux
export VERILOG_FILES = /design/flow/design.v
export SDC_FILE = /design/flow/constraint.sdc
export NUM_CORES = 4
export LEC_CHECK = 1
export CORE_AREA = 10 10 95 95
export DIE_AREA = 0 0 105 105
==> ./constraint.sdc <==
current_design TwoInputMux

set clk_period 1.0
set clk_io_pct 0.2

create_clock -name clk0 -period $clk_period

set non_clock_inputs [all_inputs -no_clocks]
set_input_delay [expr $clk_period * $clk_io_pct] -clock clk0 $non_clock_inputs
set_output_delay [expr $clk_period * $clk_io_pct] -clock clk0 [all_outputs]
==> ./design.v <==
package UserParams;
parameter NUM_APPS = 1;
parameter ALL_APPS_SAME = 0;
parameter CONFIG_APPS = 4;
endpackage
package ShellTypes;
parameter USE_ECC                 = 0;
parameter AVL_ADDR_WIDTH          = 26;
parameter AVL_DATA_WIDTH          = USE_ECC == 1 ? 512 : 576;
parameter AVL_SPARE_WIDTH         = USE_ECC == 1 ? 0   : 64;
parameter AVL_BE_WIDTH            = USE_ECC == 1 ? 64  : 72;
parameter AVL_SIZE                = 7;
parameter NUM_UMI                 = 1;
parameter UMI_ADDR_WIDTH          = 64;
parameter UMI_DATA_WIDTH          = USE_ECC == 0 ? 576 : 512;
parameter UMI_SPARE_WIDTH         = USE_ECC == 0 ?  64 :   0;
parameter UMI_MASK_WIDTH          = UMI_DATA_WIDTH / 8;
parameter PCIE_DATA_WIDTH         = 128;
parameter PCIE_SLOT_WIDTH         = 16;  
parameter PCIE_PAD_WIDTH          = $clog2(PCIE_DATA_WIDTH/8);
typedef struct packed {
	logic                      valid;
	logic                      isWrite;
	logic [UMI_ADDR_WIDTH-1:0] addr;
	logic [UMI_DATA_WIDTH-1:0] data;
} MemReq;
typedef struct packed {
	logic                      valid;
	logic [UMI_DATA_WIDTH-1:0] data;
} MemResp;
typedef struct packed {
	logic                       valid;
	logic                       isWrite;
	logic [31:0]                addr;
	logic [63:0]                data;
} SoftRegReq;
typedef struct packed {
	logic                       valid;
	logic [63:0]                data;
} SoftRegResp;
typedef struct packed {
	logic                       valid;
	logic [PCIE_DATA_WIDTH-1:0] data;
	logic [PCIE_SLOT_WIDTH-1:0] slot;
	logic [PCIE_PAD_WIDTH-1:0]  pad;
	logic                       last;
} PCIEPacket;
endpackage
module TwoInputMux #(parameter WIDTH = 64)
(
	input[WIDTH-1:0] data0,
	input[WIDTH-1:0] data1,
	input select,
	output logic[WIDTH-1:0] out
);
	always_comb begin
		if (select == 1'b1) begin
			out = data1;
		end else begin
			out = data0;
		end	
	end
endmodule
==> ./run.sh <==
#!/bin/bash
# OpenROAD 26Q1-2900-gdf79404cd8, Yosys 0.63+post, stock flow scripts
make -C /OpenROAD-flow-scripts/flow DESIGN_CONFIG=/design/flow/config.mk WORK_HOME=/design/flow/orfs finish
==> ci_impl_report.md <==
### Yosys + OpenROAD results

| Metric | Value |
|---|---|
| GP Congestion | 0.718 |
| Max cap viols | 0 |
| Final hold violations | 0 |
| Detailed Route WL | 6720 um |
| Port buffer count | 193 |
| Most frequent logic cell in the layout | dlygate4sd2_1 |
| Slew @ Worst Pin | 0.103 ns |
| Setup WS post-layout | -0.197 ns |
| Placed cells | 359 |
| Residual DRC count | 0 |
| DRT iter0 DRCs | 11 |
| Tool Warnings | 34 |
| Seq_cells | 0 |
| Distinct cells, synth | 4 |
| Pleak | 1.69 nW |
| DR pass1 iterations | 4 |
| Max stage delay on crit path | 0.30 ns |
| Worst hold stages | 3 |
| Flip-flop and latch area | 0 sq um |
| Fin crit share | 120% |
| Slowest cell on the critical path | mux2_4 |
| Worst vdd rail ir drop | 0.000175 V |
| Layout Cells excl Fill | 369 |
| Cell Area, Synth | 1080 sq um |
| Status | complete, but fails checks |
| Worst hold path class | in2out |
| Worst setup EP type | output port |
| Register area share after synthesis | 0% |
| Core Util, Final | 45.3% |
| Crit start category | input pin |
| Hold buffers post-CTS | 0 |
| Slew Limit Fails | 0 |
| WP data arrival | 1.00 ns |
| CP max FO | 7 |
| Pre-Place Util | 15.6% |
| Area growth syn-to-layout | 191% |
| Commonest cells after routing, fill and taps aside | dlygate4sd2_1 (104), mux2_4 (63), buf_6 (49), clkdlybuf4s50_1 (18), buf_2 (17) |
| # diodes | 0 |
| Post-layout min period | 1.20 ns |
| CLK BUF | 0 |
| Row cnt | 30 |
| FILL cells | 683 |
| Failing checks | negative setup slack |
| Max frequency | 836 MHz |
| RSZ-0062 raised after global routing | true |
| Die area | 11000 sq um |
| Critical Path, Cell by Cell | buf_16 -> buf_12 -> buf_12 -> mux2_4 -> buf_6 |
| Proportion of layout cells with a drive suffix above 1 | 53.1% |
| Power density over cell area | 402 nW/um^2 |
| CP dominant cell by count | buf_12 |
| Wire per inst | 18.2 um |
| Final setup viols | 64 |
| Detail Route Antenna Nets | 0 |
| Largest net degree at the start of global routing | 13 |
| Vias in the first global route | 1573 |
| Worst slew margin | 93.1% |
| CP Class | in2out |
| Post-Synthesis Cells | 71 |
| YS chip area | 1080 sq um |
| GRT Util Overall | 10.9% |
| Die H | 105 um |
| Vias per cell | 3.67 |
| Dpl hpwl | 6060 um |
| Avg Cell Area, Syn | 15.2 sq um |
| Ys cells | 71 |
| First-pass GRT wire length | 9490 um |
| Total power draw | 1.26 mW |
| Total I/O pin count | 193 |
| Die W | 105 um |
| Synth warnings | 1 |
| Critical Path RT | 0.80 ns |
| Initial antenna violation count | 0 |
| GRT overflow | 0 |
| CORE AREA | 6910 sq um |
| Via Count | 1354 |
| Worst hold slack | 0.705 ns |
-- synthesized netlist by cell type, drive strengths merged --
| master | n | share of area, % |
|---|---|---|
| buf | 7 | 12 |
| mux2 | 64 | 88 |
-- cell families (layout without fill, tap and decap cells) --
kind of cell,count (synthesis),count (layout),share of synthesized area (%)
mux,64,64,87.8
buf+inv,7,209,12.2
-- layer usage --
metal	share of wire [%]	vias up	GRT usage, %
met5	0	-	0
met4	0	0	0
met3	8.8	0	3.91
met2	58	73	22.4
met1	33	604	10.6
li1	-	677	-
-- what timing repair did --
item                                    4_1_cts  5_1_grt
resized                                     356       18
gates cloned                                  2        0
endpoints found under the setup margin       64       63
setup buffers                                 6        3
-- final cells by class --
type | instances | area [sq um] | area share [%]
timing repair buffer | 209 | 2050 | 65.6
tap | 96 | 120 | 3.84
multi-input combinational | 64 | 957 | 30.6
-- path summary, 6_finish.rpt --
| check | startpoint | to | slack, ns |
|---|---|---|---|
| worst min-delay path | data1[53] | out[53] | 0.70 |
| worst max-delay path | select | out[12] | -0.20 |
-- through the flow --
| step | setup slack, ns | instance area [sq um] | TNS [ns] |
|---|---|---|---|
| global route | -0.219 | 3130 | -7.89 |
| CTS | -0.211 | 3010 | -6.77 |
| detailed placement | -0.549 | 3090 | -33.59 |
| finish | -0.197 | 3130 | -6.80 |
| global placement | -0.559 | 3090 | -33.66 |
| floorplan | 0.00255 | 1080 | 0 |
-- critical path: cells and delay by family --
family | cells | cell delay (ns)
buffers and inverters | 4 | 0.49
multiplexers | 1 | 0.30
-- power breakdown --
part / total (mW) / internal, mW / switching (mW)
combinational: 1.26 / 0.971 / 0.288
clock: 0 / 0 / 0
sequential: 0 / 0 / 0
total: 1.26 / 0.971 / 0.288
Power figures rest on the tool's default switching activity, not on a simulated workload.
