===== design/flow/run.sh =====
#!/bin/bash
# OpenROAD 26Q1-2900-gdf79404cd8, Yosys 0.63+post, stock flow scripts
make -C /OpenROAD-flow-scripts/flow DESIGN_CONFIG=/design/flow/config.mk WORK_HOME=/design/flow/orfs finish

===== design/flow/config.mk =====
export PLATFORM = sky130hd
export DESIGN_NAME = Counter64
export DESIGN_NICKNAME = Counter64
export VERILOG_FILES = /design/flow/design.v
export SDC_FILE = /design/flow/constraint.sdc
export NUM_CORES = 4
export LEC_CHECK = 1
export CORE_UTILIZATION = 40

===== design/flow/design.v =====
package UserParams;
parameter NUM_APPS = 1;
parameter ALL_APPS_SAME = 0;
parameter CONFIG_APPS = 4;
endpackage
package ShellTypes;
parameter USE_ECC                 = 0;
parameter AVL_ADDR_WIDTH          = 26;
parameter AVL_DATA_WIDTH          = USE_ECC == 1 ? 512 : 576;
parameter AVL_SPARE_WIDTH         = USE_ECC == 1 ? 0   : 64;
parameter AVL_BE_WIDTH            = USE_ECC == 1 ? 64  : 72;
parameter AVL_SIZE                = 7;
parameter NUM_UMI                 = 1;
parameter UMI_ADDR_WIDTH          = 64;
parameter UMI_DATA_WIDTH          = USE_ECC == 0 ? 576 : 512;
parameter UMI_SPARE_WIDTH         = USE_ECC == 0 ?  64 :   0;
parameter UMI_MASK_WIDTH          = UMI_DATA_WIDTH / 8;
parameter PCIE_DATA_WIDTH         = 128;
parameter PCIE_SLOT_WIDTH         = 16;  
parameter PCIE_PAD_WIDTH          = $clog2(PCIE_DATA_WIDTH/8);
typedef struct packed {
	logic                      valid;
	logic                      isWrite;
	logic [UMI_ADDR_WIDTH-1:0] addr;
	logic [UMI_DATA_WIDTH-1:0] data;
} MemReq;
typedef struct packed {
	logic                      valid;
	logic [UMI_DATA_WIDTH-1:0] data;
} MemResp;
typedef struct packed {
	logic                       valid;
	logic                       isWrite;
	logic [31:0]                addr;
	logic [63:0]                data;
} SoftRegReq;
typedef struct packed {
	logic                       valid;
	logic [63:0]                data;
} SoftRegResp;
typedef struct packed {
	logic                       valid;
	logic [PCIE_DATA_WIDTH-1:0] data;
	logic [PCIE_SLOT_WIDTH-1:0] slot;
	logic [PCIE_PAD_WIDTH-1:0]  pad;
	logic                       last;
} PCIEPacket;
endpackage
module Counter64
(
    input                               clk,
    input                               rst, 
	input								increment,
	output[63:0]						count
);
	reg[31:0]  lower;
	reg[31:0]  upper;
	logic[31:0] new_lower;
	logic[31:0] new_upper;
	assign count = {upper,lower};
	always@(posedge clk) begin : counter64_update
		if (rst) begin
			lower <= 32'h0000_0000;
			upper <= 32'h0000_0000;
		end else begin
			lower <= new_lower;
			upper <= new_upper;
		end
	end
	always_comb begin : counter64_update_logic
		new_lower = lower;
		new_upper = upper;
		if (increment) begin
			if (lower == 32'hFFFF_FFFF) begin
				new_upper = upper + 32'h1;
				new_lower = 32'h0;
			end else begin
				new_lower = lower + 32'h1;
			end
		end
	end
endmodule

===== design/flow/constraint.sdc =====
current_design Counter64

set clk_period 11.5
set clk_io_pct 0.2

create_clock -name clk0 -period $clk_period [get_ports {clk}]

set non_clock_inputs [all_inputs -no_clocks]
set_input_delay [expr $clk_period * $clk_io_pct] -clock clk0 $non_clock_inputs
set_output_delay [expr $clk_period * $clk_io_pct] -clock clk0 [all_outputs]

==> run summary <==
FFs w/ async S/R, synth: 0
Overflow after GRT: 0
Post-Route Skew: 0.00416 ns
Post-route non-filler standard cell count: 523
Flip-flops with a built-in enable: 0
DP HPWL: 4580 um
Met2 wire length: 3030 um
Most frequent cells in the layout: clkdlybuf4s50_1, dfxtp_1, nor2_1
Die X: 88.6 um
Log Warnings: 25
Port Buffers: 66
Setup Fix Bufs, Post-CTS: 0
Antenna viol nets, final: 0
Global-route wire length before repair: 10800 um
Via density: 5.20
Placed Area: 3740 um^2
Leak Pwr: 1.28 nW
Dpl cells: 507
Die Area: 7850 um^2
Worst setup EP type: flop
Ys cells: 353
Clock Tree Buf Depth: 2
Cell Type Count: 33
Post-cts resize count: 0
FILL cells: 653
Syn Area/Cell: 8.50 um^2
GR Util All Layers: 0.178
DRT met1 WL: 3350 um
Max_cap viols: 0
Status: finished clean
Inserted Diodes: 0
RSZ-0062 raised after global routing: no
Slew Limit Fails: 0
Setup TNS: 0 ns
Clock latency (worst-skew pair): 0.33 ns
Pin count of the biggest net entering global routing: 37
Top cell excl fill/tap: clkdlybuf4s50_1
Via Count: 2720
CTS clk-pin slew, worst paths: 0.07 ns
TritonRoute pass-1 iters: 4
Worst slew pin tran: 0.799 ns
Die Y: 88.6 um
Clock sinks: 64
Vias in the first global route: 2290
Num CTS Buffers: 9
Startpoint type of the worst setup path: primary input
Chip area in the Yosys report: 3000 um^2
TritonCTS clock tree: done
Worst min path class: reg2reg
Fp_density: 0.414
Fin area: 3940 um^2
Core Area: 7250 um^2
Drt total wl: 6730 um
Floorplan row count: 31
Post-layout period usage: 0.430
Main flop type: dfxtp_1
Pwr Density: 108 nW/um^2
Syn-to-layout area delta: 31.3%
Setup CP Type: in2reg
Cell area after synthesis: 3000 um^2
Synth flops: 64
Antenna violations before repair: 0
Drt initial violations: 78
IO Count: 67
Setup violators final: 0
Fin. Hold Viols: 0
Register area share after synthesis: 0.427
Synth warn: 1
Max Freq: 0.202 GHz
Met3 WL post-DR: 266 um
Root Buffer: clkbuf_8
Rel. slew slack: 0.466
Final core utilization: 0.543
Gate Count Post-Synth: 353
RePlAce Congestion: 0.776
Hold slack: 0.482 ns
DRC: 0
Crit path DRT: 11.76 ns
Routed WL per cell: 12.9 um
VDD IR max: 56.9 uV
CTS Hold Bufs: 0
Critical Path AT: 5.21 ns
Highest routed layer: met4
Layout cells sized above 1: 0.0613
CP max FO: 25
Minimum clock period: 4.94 ns
H-tree level count: 3
==> worst max-delay path, cell delays in order <==
cell             delay (ns)
clkdlybuf4s50_1        0.59
nand4_2                0.25
nor4_2                 0.50
nand3_1                0.69
or4_1                  0.71
a21oi_1                0.15
==> power by group <==
group,total [W],internal [W],switching (W)
sequential,0.000223,0.000222,0.000000629
clock,0.000194,0.000111,0.0000830
combinational,0.00000730,0.00000274,0.00000455
total,0.000425,0.000336,0.0000882
==> cell usage after synthesis, types with 2 or more instances <==
cell,count,share of area
a21oi_1,30,0.050
and2_1,3,0.0063
and3_1,6,0.013
and4_1,8,0.023
buf_6,2,0.0075
clkbuf_1,11,0.014
dfxtp_1,64,0.43
ha_1,2,0.0083
inv_1,5,0.0063
nand2_1,22,0.028
nand2b_1,3,0.0063
nand3_1,21,0.035
nand4_1,25,0.052
nand4_2,2,0.0083
nand4b_1,2,0.0058
nor2_1,43,0.054
nor2b_1,2,0.0042
nor3_1,3,0.0050
nor4_2,2,0.0083
o21ai_0,21,0.035
o31ai_1,6,0.015
or3_1,19,0.040
or4_1,8,0.020
or4_4,3,0.011
xnor2_1,8,0.023
xor2_1,25,0.073
==> final cells by class <==
class	instances	area, um^2	share of cell area
clock inverter	3	40.0	0.0102
timing repair buffer	69	683	0.173
sequential	64	1280	0.325
inverter	5	18.8	0.00476
tap	99	124	0.0314
clock buffer	13	159	0.0403
multi-input combinational	270	1630	0.415
==> cells by family (layout without fill, tap and decap cells) <==
| kind of cell | Yosys count | after routing | synth area share |
|---|---|---|---|
| AND-OR/OR-AND | 57 | 57 | 0.100 |
| XOR/XNOR | 33 | 33 | 0.0963 |
| flip-flops | 64 | 64 | 0.427 |
| buffers and inverters | 19 | 90 | 0.0288 |
| multiplexers | 1 | 1 | 0.00333 |
| adder cells (fa/ha/maj) | 2 | 2 | 0.00834 |
| AND/OR/NAND/NOR | 177 | 177 | 0.336 |
==> through the flow <==
stage | total power (W) | worst slack [ns]
2_1_floorplan | 0.000232 | 7.34
6_report | 0.000425 | 6.56
5_1_grt | 0.000444 | 6.31
4_1_cts | 0.000430 | 6.52
3_3_place_gp | 0.000235 | 6.32
3_5_place_dp | 0.000235 | 6.19
==> flip-flops by register name (all words and copies together) (netlist names) <==
name,flops
upper,32
lower,32
==> final timing paths <==
check             from         to  slack, ns  cells past startpoint
min reg2reg  upper[31]  upper[31]       0.48                      2
min          upper[31]  upper[31]       0.48                      2
max reg2reg   lower[0]  upper[12]       8.49                      6
max          increment  upper[12]       6.56                      6
==> per-layer routing <==
layer / up-vias / global-route usage
li1: 1418 / -
met1: 1244 / 0.279
met2: 50 / 0.271
met3: 8 / 0.0284
met4: 0 / 0.0264
met5: - / 0
Power figures rest on the tool's default switching activity, not on a simulated workload.
