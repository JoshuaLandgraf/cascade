--- flow/run.sh ---
#!/bin/bash
# OpenROAD 26Q1-2900-gdf79404cd8, Yosys 0.63+post, stock flow scripts
make -C /OpenROAD-flow-scripts/flow DESIGN_CONFIG=/design/flow/config.mk WORK_HOME=/design/flow/orfs finish
--- flow/config.mk ---
export PLATFORM = sky130hd
export DESIGN_NAME = FourInputArbiter
export DESIGN_NICKNAME = FourInputArbiter
export VERILOG_FILES = /design/flow/design.v
export SDC_FILE = /design/flow/constraint.sdc
export NUM_CORES = 4
export LEC_CHECK = 1
export CORE_AREA = 10 10 70 70
export DIE_AREA = 0 0 80 80
--- flow/constraint.sdc ---
current_design FourInputArbiter

set clk_period 1.4
set clk_io_pct 0.2

create_clock -name clk0 -period $clk_period [get_ports {clk}]

set non_clock_inputs [all_inputs -no_clocks]
set_input_delay [expr $clk_period * $clk_io_pct] -clock clk0 $non_clock_inputs
set_output_delay [expr $clk_period * $clk_io_pct] -clock clk0 [all_outputs]
--- flow/design.v ---
package UserParams;
parameter NUM_APPS = 1;
parameter ALL_APPS_SAME = 0;
parameter CONFIG_APPS = 4;
endpackage
package ShellTypes;
parameter USE_ECC                 = 0;
parameter AVL_ADDR_WIDTH          = 26;
parameter AVL_DATA_WIDTH          = USE_ECC == 1 ? 512 : 576;
parameter AVL_SPARE_WIDTH         = USE_ECC == 1 ? 0   : 64;
parameter AVL_BE_WIDTH            = USE_ECC == 1 ? 64  : 72;
parameter AVL_SIZE                = 7;
parameter NUM_UMI                 = 1;
parameter UMI_ADDR_WIDTH          = 64;
parameter UMI_DATA_WIDTH          = USE_ECC == 0 ? 576 : 512;
parameter UMI_SPARE_WIDTH         = USE_ECC == 0 ?  64 :   0;
parameter UMI_MASK_WIDTH          = UMI_DATA_WIDTH / 8;
parameter PCIE_DATA_WIDTH         = 128;
parameter PCIE_SLOT_WIDTH         = 16;  
parameter PCIE_PAD_WIDTH          = $clog2(PCIE_DATA_WIDTH/8);
typedef struct packed {
	logic                      valid;
	logic                      isWrite;
	logic [UMI_ADDR_WIDTH-1:0] addr;
	logic [UMI_DATA_WIDTH-1:0] data;
} MemReq;
typedef struct packed {
	logic                      valid;
	logic [UMI_DATA_WIDTH-1:0] data;
} MemResp;
typedef struct packed {
	logic                       valid;
	logic                       isWrite;
	logic [31:0]                addr;
	logic [63:0]                data;
} SoftRegReq;
typedef struct packed {
	logic                       valid;
	logic [63:0]                data;
} SoftRegResp;
typedef struct packed {
	logic                       valid;
	logic [PCIE_DATA_WIDTH-1:0] data;
	logic [PCIE_SLOT_WIDTH-1:0] slot;
	logic [PCIE_PAD_WIDTH-1:0]  pad;
	logic                       last;
} PCIEPacket;
endpackage
module FourInputArbiter
(
	input  clk,
	input  rst,
	input[3:0] req,
	output[3:0] grant,
	output arb_req_out,
	input  arb_grant_in
);
	wire arb_req[1:0];
	wire arb_grant[1:0];
	TwoInputArbiter 
	rr_2in_arb_0
	(
		.clk(clk),
		.rst(rst),
		.req0(req[0]),
		.req1(req[1]),
		.grant0(grant[0]),
		.grant1(grant[1]),
		.arb_req(arb_req[0]),
		.arb_grant(arb_grant[0])
	);
	TwoInputArbiter 
	rr_2in_arb_1
	(
		.clk(clk),
		.rst(rst),
		.req0(req[2]),
		.req1(req[3]),
		.grant0(grant[2]),
		.grant1(grant[3]),
		.arb_req(arb_req[1]),
		.arb_grant(arb_grant[1])
	);		
	TwoInputArbiter 
	second_lvl_arb
	(
		.clk(clk),
		.rst(rst),
		.req0(arb_req[0]),
		.req1(arb_req[1]),
		.grant0(arb_grant[0]),
		.grant1(arb_grant[1]),
		.arb_req(arb_req_out),
		.arb_grant(arb_grant_in)
	);	
endmodule
module TwoInputArbiter
(
	input  clk,
	input  rst,
	input req0,
	input req1,
	output logic grant0,
	output logic grant1,
	output logic arb_req,
	input  arb_grant
);
	logic last_serviced;
	logic new_last_serviced;
	always@(posedge clk) begin
		if (rst) begin
			last_serviced <= 1'b1;
		end else begin
			last_serviced <= new_last_serviced;
		end
	end
	always_comb begin
		arb_req = req0 || req1;
		if (req0 && ((last_serviced != 1'b0) || !req1)) begin
			grant0 = arb_grant;
			grant1 = 1'b0;
			new_last_serviced = arb_grant ? 1'b0 : last_serviced;
		end else if (req1 && ((last_serviced != 1'b1) || !req0)) begin
			grant0 = 1'b0;
			grant1 = arb_grant;
			new_last_serviced = arb_grant ? 1'b1 : last_serviced;
		end else begin
			grant0 = 1'b0;
			grant1 = 1'b0;
			new_last_serviced = last_serviced;
		end
	end
endmodule
==> out/README.md <==
| Metric | This run | Unit |
|:---|:---|:---|
| Run status | finished, violations left | - |
| Failing checks | negative setup slack | - |
| Net load switching power | 101 | µW |
| Residual overflow from global routing | 0 | - |
| Maximum clock skew at final layout | 0.00668 | ns |
| Cell Chain, Critical Path | o21bai_4 > buf_6 > nand3_2 > a21oi_2 > buf_2 | - |
| Slowest-stage cell, CP | dfxtp_2 | - |
| Proportion of synthesized chip area in sequential cells | 26.8 | % |
| Path type of the worst setup path | register to output pin | - |
| Power density over cell area | 722 | mW/mm² |
| Detailed-route vias per instance | 2.98 | - |
| Unrepaired setup endpoints after global routing | yes | - |
| Number of buffers created by CTS | 3 | - |
| Dominant cell type by area after synthesis | dfxtp_1 | - |
| Gr usage total | 2.52 | % |
| Maximum number of pins on one net before global-route repair | 9 | - |
| Via count of the routed design | 295 | - |
| Chip area | 0.00640 | mm² |
| Worst setup timing slack at the placement stage | -0.591 | ns |
| Least-Margin Pin Slew | 0.339 | ns |
| Startpoint types | register | - |
| Die Span X | 80 | µm |
| Antenna violation net count after detailed routing | 0 | - |
| Clk slew on worst S/H paths | 0.04 | ns |
| Switch share | 27.6 | % |
| Number of global-route vias before repair | 297 | - |
| TritonRoute pass-1 iters | 2 | - |
| Area share, top type | 26.8 | % |
| Number of placement rows | 21 | - |
| Int Power | 266 | µW |
| Effective utilization at floorplan | 6.56 | % |
| Placed cell areas | 407 | µm² |
| Last weighted congestion value of the routability-driven placer | 0.641 | - |
| Number of distinct library cells after synthesis | 14 | - |
| Number of pins with negative max-slew slack in the final report | 0 | - |
| Port-buffer cells | 11 | - |
| Achievable frequency | 709 | MHz |
| Tightest hold margin | 0.408 | ns |
| CORE AREA | 0.00342 | mm² |
| Starting DRC count in detailed routing | 1 | - |
| Worst-path maximum fanout | 4 | - |
| Slew Limit Headroom | 77.4 | % |
| Area reported by Yosys stat | 224 | µm² |
| Total number of warnings across the stage logs | 27 | - |
| Critical path's largest stage delay | 0.34 | ns |
| Detailed-route wire length | 775 | µm |
| First-pass GRT wire length | 1280 | µm |
| Portion of the clock cycle consumed by the worst path in the final layout | 101 | % |
| Yosys stat cell total | 29 | - |
| Final worst-path setup slack | -0.00987 | ns |
| I/O pin count | 12 | - |
| Cell count after placement | 88 | - |
| Die boundary height | 80 | µm |
| CTS hold repair buffers | 0 | - |
| Arrival time of data at the critical path endpoint | 1.13 | ns |
| Yosys synthesis warning count | 2 | - |
| Flip-flop and latch count after synthesis | 3 | - |
| Final std cell area, no fill | 509 | µm² |
| Post-DP HPWL | 574 | µm |
| Sinks on Clock Net | 3 | - |
| Clock power frac | 42.7 | % |
| Final Hold Fails | 0 | - |
| Area Overhead vs Synth | 127 | % |
| Final std cells w/o fill | 99 | - |
| Post-Synthesis Mean Instance Area | 7.72 | µm² |
| Clock tree from TritonCTS | yes | - |
| Antenna violations before repair | 1 | - |
| Max IR drop VDD | 0.000154 | V |
| Cells after synthesis | 29 | - |
| Syn Std Cell Area | 224 | µm² |
| CTS root buffer | clkbuf_4 | - |
| DRC viols | 0 | - |
| Setup Viol. Count Final | 1 | - |
| Maxcap violations | 0 | - |
| Proportion of layout cells with a drive suffix above 1 | 63.5 | % |
| HP Class | input pin to register | - |
| Final critical path time including I/O delays and setup | 1.41 | ns |
| Combinational group share of total power | 30.2 | % |
| Maximum root-to-sink buffer count | 2 | - |
| Latency at later pin | 0.24 | ns |
| Crit end category | output pin | - |
| H-tree Lvls | 1 | - |
| Static power due to leakage | 0.213 | nW |
| Crit path DRT | 1.12 | ns |
| Register share of total power | 27.1 | % |
| Detail-routed net length per standard cell | 7.83 | µm |
| Biggest area cells | dfxtp_1, buf_4, a21oi_1 | - |
[cell type report]
cell class | count | area [µm²]
Antenna cell | 1 | 2.50
Clock buffer | 4 | 26.3
Fill cell | 385 | 2910
Inverter | 2 | 7.51
Multi-Input combinational cell | 20 | 176
Sequential cell | 3 | 61.3
Tap cell | 46 | 57.6
Timing Repair Buffer | 23 | 178
[stage by stage]
step / power [mW] / setup TNS (ns) / utilization, %
2_1_floorplan: 0.130 / 0 / -
6_report: 0.368 / -0.00987 / 14.9
5_1_grt: 0.398 / -0.162 / 14.9
3_5_place_dp: 0.179 / -2.97 / 11.9
3_3_place_gp: 0.179 / -2.90 / 11.9
4_1_cts: 0.352 / -0.139 / 13.9
[cell families (layout without fill, tap and decap cells)]
family	count (synthesis)	after routing	synth area share [%]
flops	3	3	26.8
compound gates	12	12	39.1
buf+inv	6	29	16.8
other cells	0	1	0
simple gates	8	8	17.3
[critical path, delay by kind of cell (launching register included)]
family | cells | cell delay (ns)
flip-flops | 1 | 0.34
buffers and inverters | 2 | 0.21
AND/OR/NAND/NOR | 1 | 0.08
AND-OR/OR-AND | 2 | 0.25
[final timing paths]
check,start,end,slack [ns],cells past startpoint
max reg2reg,second_lvl_arb.last_serviced$_SDFFE_PP1P_,rr_2in_arb_1.last_serviced$_SDFFE_PP1P_,0.14,7
max,second_lvl_arb.last_serviced$_SDFFE_PP1P_,grant[0],-0.01,5
min reg2reg,second_lvl_arb.last_serviced$_SDFFE_PP1P_,second_lvl_arb.last_serviced$_SDFFE_PP1P_,0.49,1
min,req[0],rr_2in_arb_0.last_serviced$_SDFFE_PP1P_,0.41,3
[per-layer routing]
metal | share of wire (%) | GRT usage, % | vias up
li1 | - | - | 156
met1 | 39 | 2.32 | 128
met2 | 45 | 3.85 | 9
met3 | 14 | 2.61 | 2
met4 | 1.3 | 0.528 | 0
met5 | 0 | 0 | -
[sequential cells by signal, summed over array words and instances, names as in the netlist]
| name | cells |
|---|---|
| rr_2in_arb_1.last_serviced | 1 |
| rr_2in_arb_0.last_serviced | 1 |
| second_lvl_arb.last_serviced | 1 |
[cells in the final DEF (no fill, tap or decap), drive strengths merged]
cell and n:
buf 19, clkbuf 5, a21oi 4, nand3 4
dfxtp 3, inv 2, a311o 2, o31a 2
clkdlybuf4s50 2, o21ai 2, nor2 2, diode 1
o21bai 1, nand2 1, nor3b 1, a211o 1
dlygate4sd2 1
[Yosys cell counts]
master	count
o21bai_1	1
dfxtp_1	3
a311o_1	2
a211o_1	1
buf_4	4
o31a_1	2
nor3b_1	1
nand2_1	1
nand3_1	4
o21ai_0	1
nor2_1	2
inv_1	2
a21oi_1	4
o21ai_2	1
[power by group through the flow]
stage	clock network, mW	logic [mW]	registers (mW)
CTS	0.157	0.0968	0.0987
global route	0.176	0.122	0.100
finish	0.157	0.111	0.0996
[what timing repair did]
item,in CTS,in global routing
gates cloned,0,0
resized,34,11
setup endpoints to repair,5,4
pin swaps,4,0
buffers inserted,6,0
Power is estimated from default activity; no workload was simulated.
