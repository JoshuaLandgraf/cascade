===== design/flow/run.sh =====
#!/bin/bash
# OpenROAD 26Q1-2900-gdf79404cd8, Yosys 0.63+post, stock flow scripts
make -C /OpenROAD-flow-scripts/flow DESIGN_CONFIG=/design/flow/config.mk WORK_HOME=/design/flow/orfs finish

===== design/flow/config.mk =====
export PLATFORM = sky130hd
export DESIGN_NAME = HullFIFO
export DESIGN_NICKNAME = HullFIFO
export VERILOG_FILES = /design/flow/design.v
export SDC_FILE = /design/flow/constraint.sdc
export NUM_CORES = 4
export LEC_CHECK = 1
export CORE_UTILIZATION = 30

===== design/flow/constraint.sdc =====
current_design HullFIFO

set clk_period 7.6
set clk_io_pct 0.2

create_clock -name clk0 -period $clk_period [get_ports {clock}]

set non_clock_inputs [all_inputs -no_clocks]
set_input_delay [expr $clk_period * $clk_io_pct] -clock clk0 $non_clock_inputs
set_output_delay [expr $clk_period * $clk_io_pct] -clock clk0 [all_outputs]

===== design/flow/design.v =====
package UserParams;
parameter NUM_APPS = 1;
parameter ALL_APPS_SAME = 0;
parameter CONFIG_APPS = 4;
endpackage
package ShellTypes;
parameter USE_ECC                 = 0;
parameter AVL_ADDR_WIDTH          = 26;
parameter AVL_DATA_WIDTH          = USE_ECC == 1 ? 512 : 576;
parameter AVL_SPARE_WIDTH         = USE_ECC == 1 ? 0   : 64;
parameter AVL_BE_WIDTH            = USE_ECC == 1 ? 64  : 72;
parameter AVL_SIZE                = 7;
parameter NUM_UMI                 = 1;
parameter UMI_ADDR_WIDTH          = 64;
parameter UMI_DATA_WIDTH          = USE_ECC == 0 ? 576 : 512;
parameter UMI_SPARE_WIDTH         = USE_ECC == 0 ?  64 :   0;
parameter UMI_MASK_WIDTH          = UMI_DATA_WIDTH / 8;
parameter PCIE_DATA_WIDTH         = 128;
parameter PCIE_SLOT_WIDTH         = 16;  
parameter PCIE_PAD_WIDTH          = $clog2(PCIE_DATA_WIDTH/8);
typedef struct packed {
	logic                      valid;
	logic                      isWrite;
	logic [UMI_ADDR_WIDTH-1:0] addr;
	logic [UMI_DATA_WIDTH-1:0] data;
} MemReq;
typedef struct packed {
	logic                      valid;
	logic [UMI_DATA_WIDTH-1:0] data;
} MemResp;
typedef struct packed {
	logic                       valid;
	logic                       isWrite;
	logic [31:0]                addr;
	logic [63:0]                data;
} SoftRegReq;
typedef struct packed {
	logic                       valid;
	logic [63:0]                data;
} SoftRegResp;
typedef struct packed {
	logic                       valid;
	logic [PCIE_DATA_WIDTH-1:0] data;
	logic [PCIE_SLOT_WIDTH-1:0] slot;
	logic [PCIE_PAD_WIDTH-1:0]  pad;
	logic                       last;
} PCIEPacket;
endpackage
module HullFIFO #(parameter TYPE = 0, WIDTH = 32, LOG_DEPTH = 2)
(
    input  clock,
    input  reset_n,
    input             wrreq,  
    input[WIDTH-1:0]  data, 
    output            full,
    output[WIDTH-1:0] q,  
    output logic      empty,
    input             rdreq  
);
	wire half_full;
	wire data_valid;
    generate
        if (TYPE == 0) begin : Hull_SoftFIFO
            SoftFIFO
            #(
                .WIDTH                  (WIDTH),
                .LOG_DEPTH              (LOG_DEPTH)
            )
            softfifo_inst
            (
                .clock                  (clock),
                .reset_n                (reset_n),
                .wrreq                  (wrreq),
                .data                   (data),
                .full                   (full),
                .q                      (q),
                .empty                  (empty),
                .rdreq                  (rdreq)
            );
        end else if (TYPE == 1) begin : Hull_CatapultFIFO
            FIFO
            #(
                .WIDTH                  (WIDTH),
                .LOG_DEPTH              (LOG_DEPTH)
            )
            catapultfifo_inst
            (
                .clock                  (clock),
                .reset_n                (reset_n),
                .wrreq                  (wrreq),
                .data                   (data),
                .full                   (full),
                .q                      (q),
                .empty                  (empty),
                .rdreq                  (rdreq)
            );
        end else if (TYPE == 2) begin : Hull_F1_FlopFIFO
			flop_fifo
			#(
				.WIDTH(WIDTH),
				.DEPTH((1 << LOG_DEPTH))  
			)
			f1_flopfifo_inst
			(
				.clk(clock), 
				.rst_n(reset_n), 
				.sync_rst_n(1'b1),  
				.cfg_watermark((1 << LOG_DEPTH) - 1),  
				.push(wrreq),
				.push_data(data), 
				.pop(rdreq),
				.pop_data(q), 
				.half_full(half_full), 
				.watermark(full),
				.data_valid(data_valid)
			);
			assign empty = !data_valid;
        end else if (TYPE == 3) begin : Hull_F1_BRAM_FIFO
		end
    endgenerate
endmodule
module SoftFIFO  #(parameter WIDTH = 512, LOG_DEPTH = 9)
(
	input  clock,
	input  reset_n,
	input  wrreq,  
	input[WIDTH-1:0] data, 
	output full,                   
	output[WIDTH-1:0] q,  
	output empty,              
	input  rdreq  
);
logic[WIDTH-1:0] buffer[(1 << LOG_DEPTH)-1:0];
logic[LOG_DEPTH:0] counter;
logic[LOG_DEPTH:0]  new_counter;
logic[LOG_DEPTH-1:0] rd_ptr, wr_ptr; 
logic[LOG_DEPTH-1:0]  new_rd_ptr, new_wr_ptr;
assign empty = (counter == 0);
assign full  = (counter == (1 << LOG_DEPTH));
assign q     = buffer[rd_ptr];
always @(posedge clock) begin
	if (!reset_n) begin
		counter <= 0;
		rd_ptr  <= 0;
		wr_ptr  <= 0;
	end else begin
		counter <= new_counter;
		rd_ptr  <= new_rd_ptr;
		wr_ptr  <= new_wr_ptr;
	end
end
always @(posedge clock) begin
	if (!full && wrreq) begin
		buffer[wr_ptr] <= data;
	end else begin
		buffer[wr_ptr] <= buffer[wr_ptr];
	end
end
always_comb begin
	if ((!full && wrreq) && (!empty && rdreq)) begin
		new_counter = counter;
		new_rd_ptr  = rd_ptr + 1;
		new_wr_ptr  = wr_ptr + 1;
	end	else if (!full && wrreq) begin
		new_counter = counter + 1;
		new_rd_ptr  = rd_ptr;
		new_wr_ptr  = wr_ptr + 1;
	end else if (!empty && rdreq) begin
		new_counter = counter - 1;
		new_rd_ptr  = rd_ptr + 1;
		new_wr_ptr  = wr_ptr;
	end else begin
		new_counter = counter;
		new_rd_ptr = rd_ptr;
		new_wr_ptr = wr_ptr;
	end
end
endmodule 

==> results_dict.tcl <==
# flow metrics
set metrics [dict create \
    status "finished clean" \
    fin_util_pct 39.9 \
    via_count 2462 \
    whs_path_depth 2 \
    ant_nets 0 \
    dr.pass1.iters 4 \
    clock-skew-final_ps 5.91 \
    reg2reg_to "Hull_SoftFIFO.softfifo_inst.counter[2]$_SDFFE_PN0P_" \
    min-delay-start "Hull_SoftFIFO.softfifo_inst.rd_ptr[1]$_SDFFE_PN0P_" \
    log.warning_count 29 \
    cap_viol_max_count 0 \
    cp.depth 3 \
    root_buffer "clkbuf_16" \
    period_used_pct 52.4 \
    relSlewSlack_pct 65.3 \
    max_freq_ghz 0.251 \
    drtIter0Drc 125 \
    track_usage_pct 11.7 \
    clk_pin_slew_ps 50 \
    hold_class "flip-flop to flip-flop" \
    avgRoutedWirePerCell_um 16.7 \
    reg2reg_slack_ps 5400 \
    stdcell_area_mm2 0.00667 \
    cp_top_family "buffers and inverters" \
    cts_setup_buffers 0 \
    cts_resized 0 \
    h-tree-depth 4 \
    crit_slowest_cell "mux4_2" \
    p_total_mw 2.20 \
    vias_per_cell 4.53 \
    worst-path-max-fanout 24 \
    routed_wl_um 9080 \
    cts_buffers 17 \
    synth_chip_area_mm2 0.00516 \
    initCoreUtil_pct 30.9 \
    die_h_um 133 \
    finalSetupViolCount 0 \
    routabilityCongestion 0.731 \
    syn_to_final_growth_pct 29.3 \
    worstPathRequired_ps 6080 \
    drive_gt1_share_pct 21.7 \
    critPathBufInv 2 \
    pin_count 70 \
    die_w_um 133 \
    hold-worst-slack_ps 470 \
    path_class "flip-flop to primary output" \
    netlist_area_mm2 0.00516 \
    avgSynthCellArea_um2 22.8 \
    antenna_found_initial 0 \
    ys_seq_share_pct 78.0 \
    mostFrequentLayoutCell "edfxtp_1" \
    cts.sinks 137 \
    hold_buffers 0 \
    yosysWarnings 1 \
    drc_errors 0 \
    r2r-start "Hull_SoftFIFO.softfifo_inst.counter[0]$_SDFFE_PN0P_" \
    synth_cells 226 \
    cts_buffer_depth 2 \
    n_antenna_cell 0 \
    dp.final_hpwl_um 5470 \
    r2r_cells 8 \
    powerDensity_mw_per_mm2 331 \
    grt_max_degree 27 \
    ys_types 27 \
    final_cells 543 \
    nFillCells 1479 \
    power.leakage_nw 2.17 \
    core_area_mm2 0.0167 \
    arrival_ps 2460 \
    pre_cts_ws_ps 3950 \
    ys_cells 226 \
    slowest_delay_ps 600 \
    grt_pass1_wl_um 14400 \
    tightest_slew_ps 520 \
    endpoint_kind "primary output" \
    crit_chain "buf_4 > mux4_2 > clkdlybuf4s50_1" \
    slew_viol_final 0 \
    final_cell_mix "edfxtp_1 (128), clkdlybuf4s50_1 (69), mux4_2 (32)" \
    peakVddDrop_mv 0.195 \
    dp.cells 512 \
    fin_tns_setup_ps 0 \
    min_period_ps 3980 \
    portBuffers 69 \
    grt_overflow 0 \
    placed_cell_area_mm2 0.00610 \
    clk_latency_ps 400 \
    die_area_mm2 0.0177 \
    synth-seq-cells 137 \
    start_kind "flip-flop" \
    cts_tree "built" \
    grt_pass1_vias 2676 \
    worst_slack_ps 3620 \
    hold_viol 0 \
    num_rows 47 \
    rsz0062_at_grt "no" \
]
## worst max path at each step
| stage | endpoint | slack, ps | from |
|---|---|---|---|
| global route | q[31] | 3390 | flip-flop |
| CTS | q[29] | 3520 | flip-flop |
| finish | q[29] | 3620 | flip-flop |
## where the power goes
group / leakage (nW) / switching [mW] / internal (mW) / total [mW]
logic: 0.646 / 0.172 / 0.296 / 0.467
clock network: 0.273 / 0.273 / 0.509 / 0.782
registers: 1.25 / 0.0375 / 0.918 / 0.955
total: 2.17 / 0.482 / 1.72 / 2.20
## Yosys cell counts
cell type | number | share of area [%]
nor4_1 | 1 | 0.12
o21ai_1 | 2 | 0.19
nand3_1 | 2 | 0.19
a21oi_2 | 1 | 0.17
buf_2 | 5 | 0.49
nand2b_1 | 2 | 0.24
or3_1 | 1 | 0.12
mux2i_1 | 2 | 0.39
nor3_1 | 1 | 0.097
ha_1 | 6 | 1.5
mux4_2 | 32 | 14
xor2_1 | 2 | 0.34
a311oi_1 | 1 | 0.17
o21ai_0 | 2 | 0.19
nand2_1 | 1 | 0.073
buf_6 | 4 | 0.87
or3b_1 | 2 | 0.34
xnor2_1 | 1 | 0.17
a21oi_1 | 4 | 0.39
and3_2 | 4 | 0.58
o21bai_1 | 1 | 0.15
inv_1 | 7 | 0.51
edfxtp_1 | 128 | 75
clkinv_4 | 1 | 0.17
dfxtp_1 | 9 | 3.5
fa_1 | 1 | 0.39
nor2_1 | 3 | 0.22
## worst min-delay path, stage by stage (launching register included)
cell	delay (ps)
dfxtp_1	300
nand2_1	50
mux2i_1	70
## metal layers
metal	vias to the layer above	wire length [µm]	track usage, %
li1	1104	-	-
met1	1223	3450	15.0
met2	125	4510	17.7
met3	10	1010	7.89
met4	0	101	1.20
met5	-	0	0
## sequential cells by signal (all words and copies together), names as in the netlist, named ones only
name,count
Hull_SoftFIFO.softfifo_inst.rd_ptr,2
Hull_SoftFIFO.softfifo_inst.counter,3
Hull_SoftFIFO.softfifo_inst.buffer,128
Hull_SoftFIFO.softfifo_inst.wr_ptr,2
## area by class of cell
class	count	area [µm²]	share of cell area, %
Inverter	8	35.0	0.525
Clock buffer	21	440	6.60
Sequential cell	137	4030	60.4
Tap cell	220	275	4.13
Timing Repair Buffer	75	736	11.0
Clock inverter	10	128	1.91
Multi-Input combinational cell	72	1030	15.4
## cell families (layout without fill, tap and decap cells)
kind of cell | count (synthesis) | after routing | synth area share (%)
buf+inv | 17 | 114 | 2.04
simple gates | 17 | 17 | 1.99
flops | 137 | 137 | 78.0
compound gates | 11 | 11 | 1.26
mux | 34 | 34 | 14.4
xor+xnor | 3 | 3 | 0.509
fa+ha+maj | 7 | 7 | 1.84
Power and IR drop assume default switching activity.
